==> ./design.v <==
`timescale 1ns / 1ps
module Mux1(sel1, A1, B1, Mux1_out);
input sel1;
input [31:0]A1, B1;
output [31:0]Mux1_out;
assign Mux1_out = (sel1==1'b0) ? A1 : B1;
endmodule
module Mux2(sel2, A2, B2, Mux2_out);
input sel2;
input [31:0]A2, B2;
output [31:0]Mux2_out;
assign Mux2_out = (sel2==1'b0) ? A2 : B2;
 endmodule
module Mux3(sel3, A3, B3, Mux3_out);
input sel3;
input [31:0]A3, B3;
output [31:0]Mux3_out;
assign Mux3_out = (sel3==1'b0) ? A3 : B3;
 endmodule
module Mux4(sel4, A4, B4, Mux4_out);
input sel4;
input [31:0]A4, B4;
output [31:0]Mux4_out;
assign Mux4_out = (sel4==1'b0) ? A4 : B4;
 endmodule
module Mux5(sel5, A5, B5, Mux5_out);
input sel5;
input [4:0]A5, B5;
output [4:0]Mux5_out;
assign Mux5_out = (sel5==1'b0) ? A5 : B5;
 endmodule
module Mux6 (sel6, A6, B6, Mux6_out);
input sel6;
input [31:0]A6, B6;
output [31:0]Mux6_out;
assign Mux6_out = (sel6==1'b0) ? A6 : B6;
 endmodule
 module Mux7 (sel7, A7, B7, Mux7_out);
input sel7;
input [31:0]A7, B7;
output [31:0]Mux7_out;
assign Mux7_out = (sel7==1'b0) ? A7 : B7;
 endmodule
module Mux8 (sel8, A8, B8, Mux8_out);
input sel8;
input [31:0]A8, B8;
output [31:0]Mux8_out;
assign Mux8_out = (sel8==1'b0) ? A8 : B8;
 endmodule
module Mux9 (sel9, A9, B9, Mux9_out);
input sel9;
input [31:0]A9, B9;
output [31:0]Mux9_out;
assign Mux9_out = (sel9==1'b0) ? A9 : B9;
 endmodule
 module Mux10 (sel10, A10, B10, Mux10_out);
input sel10;
input [31:0]A10, B10;
output [31:0]Mux10_out;
assign Mux10_out = (sel10==1'b0) ? A10 : B10;
 endmodule
==> ./run.sh <==
#!/bin/bash
# OpenROAD 26Q1-2900-gdf79404cd8, Yosys 0.63+post, stock flow scripts
make -C /OpenROAD-flow-scripts/flow DESIGN_CONFIG=/design/flow/config.mk WORK_HOME=/design/flow/orfs finish
==> ./config.mk <==
export PLATFORM = sky130hd
export DESIGN_NAME = Mux9
export DESIGN_NICKNAME = Mux9
export VERILOG_FILES = /design/flow/design.v
export SDC_FILE = /design/flow/constraint.sdc
export NUM_CORES = 4
export LEC_CHECK = 1
export CORE_AREA = 10 10 70 70
export DIE_AREA = 0 0 80 80
==> ./constraint.sdc <==
current_design Mux9

set clk_period 1.0
set clk_io_pct 0.2

create_clock -name clk0 -period $clk_period

set non_clock_inputs [all_inputs -no_clocks]
set_input_delay [expr $clk_period * $clk_io_pct] -clock clk0 $non_clock_inputs
set_output_delay [expr $clk_period * $clk_io_pct] -clock clk0 [all_outputs]
==> flow_metrics.env <==
# source this file to load flow results
export IMPL_combPwrFrac_pct=100.0
export IMPL_fmax_ghz=0.851
export IMPL_netSwitchingPower_uw=141
export IMPL_chip_area_um2=6400
export IMPL_vias=730
export IMPL_holdBufCountCts=0
export IMPL_ioPinCount=97
export IMPL_yosys_stat_chipArea_um2=544
export IMPL_holdPathEnd="Mux9_out[24]"
export IMPL_first_global_vias=824
export IMPL_antenna_found_initial=0
export IMPL_fin_crit_sh_pct=118
export IMPL_drt_pass1_iter_count=2
export IMPL_max_cap_violations=0
export IMPL_ant_nets=0
export IMPL_ys_types=4
export IMPL_clkPwrFrac_pct=0
export IMPL_grt_util_all_layers_pct=7.87
export IMPL_die_w_um=80
export IMPL_viasPerCell=3.80
export IMPL_hold_depth=3
export IMPL_core_area_um2=3420
export IMPL_fin_cells=192
export IMPL_crit_path_start_kind="input port"
export IMPL_hp_start="A9[24]"
export IMPL_status="finished, violations left"
export IMPL_arrival_ns=0.98
export IMPL_gp_congestion=0.760
export IMPL_grt_max_degree=8
export IMPL_ys_cells=36
export IMPL_slew_violations=0
export IMPL_pwr_share_seq_pct=0
export IMPL_leakage_uw=0.000990
export IMPL_intPower_uw=519
export IMPL_setup_viol=32
export IMPL_max_slew_margin_pct=95.9
export IMPL_num_antenna_cells=0
export IMPL_drive_gt1_share_pct=56.2
export IMPL_wl_per_cell_um=14.8
export IMPL_die_h_um=80
export IMPL_yosysTopAreaCell="mux2_4"
export IMPL_yosysWarnings=0
export IMPL_peakVddDrop_v=0.000173
export IMPL_worst_pin_slew_ns=0.0611
export IMPL_nClkBuffers=0
export IMPL_fp_util_pct=15.9
export IMPL_grt_pass1_wl_mm=4.15
export IMPL_drt_total_wl_mm=2.85
export IMPL_io_buffers=97
export IMPL_cp_startpoint="sel9"
export IMPL_crit_path_end_kind="output port"
export IMPL_drt_iter0_markers=4
export IMPL_area_growth_pct=212
export IMPL_pre_cts_ws_ns=-0.497
export IMPL_syn_area_per_cell_um2=15.1
export IMPL_yosysTopAreaCellShare_pct=82.8
export IMPL_drcViolationCount=0
export IMPL_postSynthSeqShare_pct=0
export IMPL_hold_slack_ns=0.694
export IMPL_netlist_top_cells_area="mux2_4, buf_12, mux2_2"
export IMPL_violations="setup timing"
export IMPL_rsz0062_at_grt="yes"
export IMPL_setup_slack_ns=-0.175
export IMPL_flop_area_um2=0
export IMPL_swShare_pct=21.3
export IMPL_p_per_area_nw_per_um2=389
export IMPL_num_rows=21
export IMPL_warnings=34
export IMPL_crit_fanout=7
export IMPL_hold_class="in -> out"
export IMPL_path_class="in -> out"
export IMPL_hpwlAfterDp_mm=2.40
export IMPL_dp_cells=177
export IMPL_synth_cells=36
export IMPL_grt_overflow_total=0
export IMPL_syn_area_um2=544
export IMPL_finalHoldViolCount=0
export IMPL_fin_crit_ns=1.18
export IMPL_ff_count=0
export IMPL_cp_required_ns=0.80
[layer usage]
layer	track usage [%]	wire, um	vias up	share of wire [%]
met4	0	0	0	0
li1	-	-	362	-
met5	0	0	-	0
met3	3.07	313	0	11
met1	8.97	1140	317	40
met2	14.3	1390	51	49
[Yosys cell counts]
| cell | number |
|---|---|
| mux2_4 | 30 |
| buf_12 | 3 |
| mux2_2 | 2 |
| buf_6 | 1 |
[through the flow]
stage | instance area [um2] | setup TNS [ns] | util (%) | total power, uW
floorplan | 544 | 0 | - | 206
global placement | 1540 | -15.25 | 45.0 | 654
detailed placement | 1540 | -15.27 | 45.0 | 655
CTS | 1610 | -5.20 | 47.0 | 644
global route | 1700 | -5.62 | 49.7 | 706
finish | 1700 | -5.03 | 49.7 | 660
[worst max path at each step]
stage,to,slack [ns],cells past startpoint
4_1_cts,Mux9_out[0],-0.18,5
5_1_grt,Mux9_out[31],-0.19,5
6_report,Mux9_out[31],-0.18,5
[placed cells by master (no fill, tap or decap)]
cell type	n
buf_6	29
buf_2	12
buf_16	1
dlymetal6s2s_1	14
dlygate4sd2_1	40
buf_12	3
buf_4	2
buf_8	3
clkdlybuf4s50_1	10
mux2_4	32
[cell type report]
type                       instances  area [um2]
timing repair buffer             114        1160
tap                               46        57.6
fill                             327        1720
multi-input combinational         32         480
[power by group through the flow]
stage         Clock, uW  Combinational, uW  Sequential [uW]
global route          0                706                0
finish                0                660                0
CTS                   0                644                0
[worst max-delay path, stage by stage]
cell and delay [ns]:
buf_12 0.11, buf_12 0.13, buf_8 0.12, mux2_4 0.30
buf_6 0.11
[timing repair]
item | 4_1_cts | 5_1_grt
cloned | 1 | 0
buffers inserted | 14 | 0
gates resized | 170 | 23
endpoints found under the setup margin | 32 | 32
[cells by family (layout without fill, tap and decap cells)]
group | count (synthesis) | in the layout | synth area share, %
muxes | 32 | 32 | 86.9
buffers and inverters | 4 | 114 | 13.1
Power and IR drop assume default switching activity.
